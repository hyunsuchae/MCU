==> flow/design.v <==
module mat_mul_first(
	input wire clk,
	input wire reset_n,
	input wire [ (2 * 16)-1 : 0] IN,
	input wire [ (2 * 16)-1 : 0] W,
	input wire data_in1,
	output wire ready1,
	output reg [ 16-1 : 0] element1
);
reg [2:0] STATE;
reg [2:0] NEXT_STATE;
parameter IDLE = 0;
parameter START = 1;
parameter ADD = 3;
parameter DONE = 4;
reg temp_ready;
reg parse_done;
reg operation_done;
reg [9:0] count;
reg [(16-1) : 0] parse_in [0: 2-1];
reg [(16-1) : 0] parse_w [0: 2-1];
reg [(16-1) : 0] temp_element;
assign ready1 = temp_ready;
always @(posedge clk) begin
	if(STATE == IDLE) begin
		if(data_in1==1) begin
			element1 = 0;
			count = 0;
			parse_done = 0;
			operation_done = 0;
			NEXT_STATE = START;
		end
		else begin
			temp_ready = 1;
			NEXT_STATE = IDLE;
		end
	end
	else if(STATE == START) begin
		temp_ready = 0;
		if(count == 2) begin
			if(element1[15] == 1) element1 = 0;
			NEXT_STATE = DONE;
		end
		else if(parse_done == 1)begin
			if((parse_in[count] == 16'd0) || parse_w[count] == 16'd0) begin
				temp_element = 0;
			end
			else begin
				temp_element[(16 - 2):0] = parse_in[count][(16 - 2):0] * parse_w[count][(16 - 2):0] ;
		    		temp_element[16 - 1] = (parse_in[count][16 - 1] ^ parse_w[count][16 - 1]);
			end
			parse_done = 0;
			operation_done = 1;
			NEXT_STATE = START;
		end
		else if(operation_done == 1)begin
			element1 = element1 + temp_element;
			count = count + 1;
			parse_done = 0;
			operation_done = 0;
			NEXT_STATE = START;
		end 
		else begin
			parse_in[count] = IN[16*count+: 16];
			parse_w[count] = W[16*count+: 16];
			parse_done = 1;
			operation_done = 0;
			NEXT_STATE = START;
		end
	end
	else if(STATE == DONE) begin
		NEXT_STATE = IDLE;
		temp_ready = 1;
	end
	else begin
		NEXT_STATE = IDLE;
	end
end
always @(posedge clk) begin
	if(reset_n == 0) begin
		STATE <= IDLE;
	end
	else begin 
		STATE <= NEXT_STATE;
	end
end
endmodule 
==> flow/run.sh <==
#!/bin/bash
# OpenROAD 26Q1-2900-gdf79404cd8, Yosys 0.63+post, stock flow scripts
make -C /OpenROAD-flow-scripts/flow DESIGN_CONFIG=/design/flow/config.mk WORK_HOME=/design/flow/orfs finish
==> flow/config.mk <==
export PLATFORM = sky130hd
export DESIGN_NAME = mat_mul_first
export DESIGN_NICKNAME = mat_mul_first
export VERILOG_FILES = /design/flow/design.v
export SDC_FILE = /design/flow/constraint.sdc
export NUM_CORES = 4
export LEC_CHECK = 1
export CORE_UTILIZATION = 40
==> flow/constraint.sdc <==
current_design mat_mul_first

set clk_period 7.9
set clk_io_pct 0.2

create_clock -name clk0 -period $clk_period [get_ports {clk}]

set non_clock_inputs [all_inputs -no_clocks]
set_input_delay [expr $clk_period * $clk_io_pct] -clock clk0 $non_clock_inputs
set_output_delay [expr $clk_period * $clk_io_pct] -clock clk0 [all_outputs]
==> metrics.csv <==
stage,metric,value,unit
critical_path,cpMaxStageDelayCell,dfxtp_2,
cells_and_area,layout_top_cells_excl_fill_tap,"nor2_1, inv_1, edfxtp_1, clkdlybuf4s50_1, fa_1",
die,num_io_pins,84,
global_routing,grt_antenna_before_repair,0,
synth,post_synthesis_cell_count,854,
die,die-area,23200,um2
synth,synth_sequential_area_ratio,37.4,%
synth,yosys_warnings,1,
placement,port_buffers,83,
route,vias,6153,
synth,mappedNetlistArea,9020,um2
synth,synthXorXnorAreaFrac,5.49,%
sta,layout_min_cycle_time,6810,ps
synth,fraction_of_registers_with_async_set_or_reset_after_synthesis,0,%
cells_and_area,instances_no_fill,1240,
sta,setup_repair_after_global_routing_missed_its_margin,false,
clock_tree,cts_max_level,4,
global_routing,gr-max-usage-layer,met1,
critical_path,crit_chain,buf_4 -> mux2i_4 -> nor2_1 -> fa_1 -> inv_1 -> fa_1 -> inv_1 -> fa_1 -> inv_1 -> fa_1 -> inv_1 -> fa_1 -> inv_1 -> fa_1 -> inv_1 -> ha_1 -> a21o_1 -> a221oi_1 -> o21ai_0 -> xnor2_1 -> and2_1,
cells_and_area,layout_top_cell,nor2_1,
pwr,irDropWorstVdd,228,uV
critical_path,cp-end-kind,flop,
route,vias_per_cell,4.96,
synth,topCombFamilyByArea,adder cells,
synth,ys_sh_adder,23.5,%
sta,clock-skew-final,17.1,ps
critical_path,worstPathRequired,8060,ps
global_routing,grt_pass1_vias,6025,
route,route.detailed.drc,0,
route,wl_per_cell,14.9,um
pwr,power_per_cell_area,355,nW/um2
global_routing,global_route.overflow_total,0,
critical_path,timing.critical_path.arrival,6970,ps
clock_tree,worstSkewPairLatency,410,ps
sta,slew_worst_pin,796,ps
clock_tree,root_buffer,clkbuf_16,
placement,place_worst_setup_slack,1110,ps
sta,report.final.setup_viol,0,
global_routing,grt.met2_usage,27.0,%
sta,maxSlewHeadroom,45.4,%
critical_path,worstPathMaxFanout,34,
die,core-area,22000,um2
synth,yosys.area_share.simple,14.8,%
outcome,run_status,finished clean,
die,die_height,152,um
route,antenna_violating_nets_post_route,0,
clock_tree,path_clk_slew,60,ps
synth,mux_area_share,6.91,%
cells_and_area,multi_input_comb_area,5120,um2
global_routing,maximum_number_of_pins_on_one_net_before_global_route_repair,37,
cells_and_area,n_fill_cell,2017,
synth,ys_seq_elements,114,
clock_tree,cts_hold_repair.buffers,0,
route,num_antenna_cells,0,
critical_path,worst_setup_path_category,flop to flop,
synth,yosys_area,9020,um2
sta,setup-tns-final,0,ps
clock_tree,cts.path.max_buffers,2,
global_routing,grtUsageMet1,27.1,%
critical_path,sort_of_element_at_the_start_of_the_critical_path,flop,
cells_and_area,area_delta_synth_final,19.5,%
pwr,p_total,3.83,mW
global_routing,grt_first_pass_wirelength,30.5,mm
hold_path,min_delay_path_class,flop to flop,
sta,max_freq,147,MHz
route,detail_route.iter0.violations,206,
clock_tree,postCtsSetupBuffers,0,
placement,gpl.final_weighted_congestion,0.905,
run,warnings,26,
cells_and_area,layout.core_utilization,49.1,%
synth,syn_area_per_cell,10.6,um2
route,drtPass1Iterations,17,
synth,yosys_most_used_dff,edfxtp_1,
clock_tree,tritoncts,done,
pwr,power.leakage,4.50,nW
global_routing,use_met3,4.81,%
sta,final_hold_viol_count,0,
die,die_width,152,um
run,max_cap_viol_count,0,
cells_and_area,drive_gt1_share,8.54,%
synth,synth.cellmix.compoundShare,6.00,%
sta,postLayoutSetupSlackWorst,1090,ps
synth,ys_cells,854,
clock_tree,cts_inserted_buffers,17,
synth,synth_cell_type_count,54,
clock_tree,post_cts_resized,0,
clock_tree,clock-sinks,114,
route,totalWireLength,18.5,mm
placement,post-dp-hpwl,14.5,mm
sta,report.final.slew_viol_count,0,
critical_path,cp_slowest_stage_delay,810,ps
cells_and_area,sequential_cell_area,3370,um2
placement,dp_cells,1208,
sta,fin_crit_sh,86.2,%
synth,edf_count,109,
global_routing,gr-usage-all-layers,17.6,%
die,floorplan.initialDensity,41.1,%
die,std_cell_rows,54,
## kinds of logic (layout without fill, tap and decap cells)
family                     Yosys count  count (layout)
muxes                               59              59
DFF                                114             114
AOI/OAI and AO/OA                   77              77
buffers and inverters              135             241
adders and majority gates          128             128
xor gates and xnor gates            55              55
and+or+nand+nor                    286             286
## path summary, 6_finish.rpt
path / startpoint / to / slack, ps / cells after the start
setup reg to reg: flop / temp_element[14] / 1090 / 21
hold reg to reg: NEXT_STATE[0] / STATE[0] / 430 / 1
hold / removal: NEXT_STATE[0] / STATE[0] / 430 / 1
setup / recovery: flop / temp_element[14] / 1090 / 21
## flip-flops by register name, indices dropped and copies added, names as in the netlist, 2 cells and up, named ones only
name and cells:
parse_in 32, parse_w 32, element1 16, temp_element 16
count 10, NEXT_STATE 2, STATE 2
## metal layers
layer  share of wire, %  vias up
li1                   -     3059
met1                 46     2900
met2                 46      175
met3                5.7       19
met4                1.5        0
met5                  0        -
## worst max-delay path: cells and delay by family, from the launching register on
| family | cells | cell delay, ps |
|---|---|---|
| compound gates | 3 | 760 |
| xor+xnor | 1 | 140 |
| fa+ha+maj | 7 | 3410 |
| buf+inv | 7 | 730 |
| flops | 1 | 810 |
| mux | 1 | 440 |
| simple gates | 2 | 260 |
## cell usage after synthesis, drive strengths merged, types with 3 or more instances
master | instances | area share (%)
inv | 111 | 4.6
edfxtp | 109 | 36
or4 | 5 | 0.42
xnor2 | 37 | 3.6
o21ai | 11 | 0.61
and2 | 16 | 1.1
nand3 | 12 | 0.67
nor2 | 146 | 6.1
nor3 | 12 | 0.67
o21a | 9 | 0.75
mux2 | 10 | 1.2
xor2 | 17 | 1.6
fa | 69 | 15
a21o | 10 | 0.85
a21oi | 22 | 1.2
nand2b | 4 | 0.28
nand4b | 3 | 0.29
or2 | 10 | 0.69
a32oi | 8 | 1.1
dfxtp | 5 | 1.1
mux2i | 49 | 5.7
clkbuf | 15 | 0.62
buf | 9 | 0.73
nand2 | 36 | 1.5
nor4 | 10 | 0.69
ha | 59 | 8.2
nor2b | 22 | 1.6
and3 | 5 | 0.35
## power by group
group,internal (mW),leakage [nW],switching (mW)
Clock,0.452,0.287,0.299
Combinational,1.11,3.14,1.10
Sequential,0.829,1.07,0.0415
## stage by stage
step,instance area (um2),hold WS [ps]
6_report,10800,432
5_1_grt,10800,451
4_1_cts,10800,435
3_5_place_dp,10200,414
3_3_place_gp,10200,410
2_1_floorplan,9020,406
## cell type report
type                       instances  share of cell area (%)
sequential                       114                    31.3
clock inverter                    14                    1.33
tap                              280                    3.25
timing repair buffer              98                    8.75
clock buffer                      18                    4.07
inverter                         111                    3.86
multi-input combinational        605                    47.4
Power and IR drop assume default switching activity.
